### /design/flow/run.sh
#!/bin/bash
# OpenROAD 26Q1-2900-gdf79404cd8, Yosys 0.63+post, stock flow scripts
make -C /OpenROAD-flow-scripts/flow DESIGN_CONFIG=/design/flow/config.mk WORK_HOME=/design/flow/orfs finish
### /design/flow/config.mk
export PLATFORM = sky130hd
export DESIGN_NAME = ehgu_decoder_big
export DESIGN_NICKNAME = ehgu_decoder_big
export VERILOG_FILES = /design/flow/design.v
export SDC_FILE = /design/flow/constraint.sdc
export NUM_CORES = 4
export LEC_CHECK = 1
export CORE_AREA = 10 10 116 116
export DIE_AREA = 0 0 126 126
### /design/flow/constraint.sdc
current_design ehgu_decoder_big

set clk_period 4.3
set clk_io_pct 0.2

create_clock -name clk0 -period $clk_period

set non_clock_inputs [all_inputs -no_clocks]
set_input_delay [expr $clk_period * $clk_io_pct] -clock clk0 $non_clock_inputs
set_output_delay [expr $clk_period * $clk_io_pct] -clock clk0 [all_outputs]
### /design/flow/design.v
package ehgu_config_pkg;
	localparam DP_WIDTH=16;
endpackage : ehgu_config_pkg
package ehgu_config_pkg;
	localparam DP_WIDTH=4;
endpackage : ehgu_config_pkg
package ehgu_config_pkg;
	localparam DP_WIDTH=16;
endpackage : ehgu_config_pkg
module ehgu_decoder_big
# ( 
parameter WIDTH=8,
parameter SEG_WIDTH=2
)
(
	input logic [WIDTH-1:0] addr,
	output logic [2**WIDTH-1:0] dec_out
);
generate
	for ( genvar i = 0 ; i < 2**(WIDTH-SEG_WIDTH) ; i++ ) 
	begin : gendec
		ehgu_decoder_big_segment #(.WIDTH(WIDTH) , .SEG_WIDTH(SEG_WIDTH), .LOCAL_ADDR(i) ) dec_unit_i (
			.addr,
			.dec_out (dec_out[(i+1)*(2**SEG_WIDTH)-1 : (i)*(2**SEG_WIDTH) ])
		);
	end
endgenerate
  logic vikram;
endmodule
module ehgu_decoder_big_segment
# (
parameter WIDTH = 8 ,
parameter SEG_WIDTH = 2 ,
parameter LOCAL_ADDR = 0
 )
 (
 input logic [ WIDTH-1 : 0 ] addr ,
 output logic [ 2 ** SEG_WIDTH-1 : 0 ] dec_out
 ) ;
always_comb begin
   dec_out = '0 ;
    if ( ( addr [ WIDTH-1 : SEG_WIDTH ] == LOCAL_ADDR )  )
     dec_out [ addr [ SEG_WIDTH-1 : 0 ] ] = 1'b1;
end
 logic vikram ;
endmodule
==> reports/metrics.yaml <==
critical_path_buf_inv_count: 2
critPathArrivalTime_ns: 3.16
power.net_switching_mw: 0.0656
share_seq_of_total_power_pct: 0
area.growth.synth_to_final_pct: 155
cts-resized-gates: 0
worstSetupStartpoint: "addr[0]"
grt_first_pass_wirelength_um: 20300
vdd_drop_max_uv: 43.4
detailroute.via_count: 3089
setup-violations-final: 0
post_synth_most_frequent_cells: "sky130_fd_sc_hd__nor2_1 (233), sky130_fd_sc_hd__clkbuf_1 (27), sky130_fd_sc_hd__buf_2 (21), sky130_fd_sc_hd__nor2_2 (21)"
die-height_um: 126
startpoint_type: "primary input"
fmax_ghz: 0.249
timing.final.hold_violations: 0
placeableCoreArea_um2: 10900
design.seq.count: 0
mi_logic_area_um2: 1360
clock_buffers: 0
synthMostInstantiatedCell: "sky130_fd_sc_hd__nor2_1"
portBuffers: 264
min_from: "addr[1]"
fp.dieArea_um2: 15900
worstHoldPathCells: 4
drt_pass1_iterations: 4
crit_fanout: 16
cellLeakagePower_nw: 1.26
post-dp-hpwl_um: 11500
die_extent_in_x_um: 126
setup_repair_after_global_routing_missed_its_margin: "false"
ff_latch_area_um2: 0
drt.antenna.violating_nets: 0
timing.critical_path.mode_cell: "sky130_fd_sc_hd__clkdlybuf4s50_1"
detailedRoute.firstIterationViolations: 196
sw_frac_of_total_pct: 61.9
grt_util_all_layers_pct: 16.2
synth_chip_area_um2: 1730
p_clk_share_pct: 0
fin_setup_tns_ns: 0
worst-path-stages: 4
floorplan.io_pins: 264
synth_sequential_area_ratio_pct: 0
placementRows: 38
fill_cell_count: 1111
wirelength_um: 14300
intPower_mw: 0.0404
antenna_found_initial: 0
openroad.warnings: 32
drcViolationCount: 0
max_cap_violations: 0
power.density_nw_per_um2: 24.1
critPathTopFamily: "buffers and inverters"
timing.critical_path.slowest_stage_cell: "sky130_fd_sc_hd__or4b_1"
timing_worst_setup_path_type: "primary input to output pin"
grt-ovfl-total: 0
final-max-slew-violation-count: 0
pin_slew_with_the_least_headroom_to_its_limit_ns: 0.662
wl_per_cell_um: 19.8
run_status: "complete, no violations"
synth-warning-count: 64
via_count_of_the_first_global_routing_pass: 2830
largest_area_cell: "sky130_fd_sc_hd__nor2_1"
fin_cells: 722
cp_cell_sequence: "clkdlybuf4s50_1, or4b_1, nor2_1, clkdlybuf4s50_1"
syn_avg_cell_area_um2: 4.94
initial_core_util_pct: 15.8
gp_congestion: 0.829
layout-drive-gt1-share_pct: 9.79
syn_inst: 350
top_area_cells_in_the_synthesized_netlist: "sky130_fd_sc_hd__nor2_1 (51%), sky130_fd_sc_hd__buf_6 (7.8%), sky130_fd_sc_hd__nand4bb_1 (7.8%), sky130_fd_sc_hd__nor2_2 (7.6%), sky130_fd_sc_hd__buf_2 (6.1%)"
worstPathRequired_ns: 3.44
holdCritPathClass: "primary input to output pin"
power.combinational.fraction_pct: 100.0
slew_headroom_pct: 55.8
hold_buffers: 0
post_cts_setup_repair_buffer_count: 0
finalCriticalPeriod_ns: 4.02
critical-path-max-stage-delay_ns: 0.94
synth_top_area_share_pct: 50.6
grt_start_max_net_pins: 17
num_antenna_cells: 0
timing.critical_path.to_type: "output pin"
final_hold_slack_ns: 3.09
avgViaCountPerCell: 4.28
fin_crit_sh_pct: 93.5
post_synth_num_cell_types: 14
synth_area_um2: 1730
synth_stat.cells: 350
place.detailed.instances: 722
[layout make-up]
class,count,share of cell area [%]
Timing Repair Buffer,294,65.2
Multi-Input combinational cell,288,30.8
Tap cell,140,3.98
[per-layer routing]
metal	vias up	global-route usage, %	wire [um]
met1	1397	19.1	5630
met2	166	29.6	7250
li1	1518	-	-
met3	8	4.34	1320
met4	0	1.21	102
met5	-	0	0
[cell families after synthesis]
kind of cell / synth area share (%)
buffers and inverters: 21.5
and+or+nand+nor: 78.5
[cells in the final DEF, fill, tap and decap left out]
cell type,instances
sky130_fd_sc_hd__clkdlybuf4s50_1,264
sky130_fd_sc_hd__nor2_1,233
sky130_fd_sc_hd__buf_4,30
sky130_fd_sc_hd__nor2_2,21
sky130_fd_sc_hd__nand4bb_1,12
sky130_fd_sc_hd__nand4b_1,8
sky130_fd_sc_hd__or4b_1,5
sky130_fd_sc_hd__or4b_4,3
sky130_fd_sc_hd__nand4_1,2
sky130_fd_sc_hd__nor2_4,2
sky130_fd_sc_hd__or4_4,1
sky130_fd_sc_hd__or4_1,1
[final timing paths]
check	slack, ns	end
worst max-delay path	0.28	dec_out[136]
worst min-delay path	3.09	dec_out[202]
[per-stage QoR]
step	setup WS (ns)	total power [mW]	util [%]	cell area, um2
4_1_cts	0.280	0.107	40.2	4400
3_5_place_dp	0.287	0.107	40.2	4400
5_1_grt	0.127	0.115	40.2	4400
2_1_floorplan	1.64	0.0626	-	1730
6_report	0.280	0.106	40.2	4400
3_3_place_gp	0.357	0.105	40.2	4400
[power groups by stage]
stage         Sequential, mW  Clock (mW)  Combinational [mW]
CTS                        0           0               0.107
global route               0           0               0.115
finish                     0           0               0.106
Power figures rest on the tool's default switching activity, not on a simulated workload.
