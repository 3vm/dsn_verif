### /design/flow/constraint.sdc
current_design decoder_large

set clk_period 1.7
set clk_io_pct 0.2

create_clock -name clk0 -period $clk_period

set non_clock_inputs [all_inputs -no_clocks]
set_input_delay [expr $clk_period * $clk_io_pct] -clock clk0 $non_clock_inputs
set_output_delay [expr $clk_period * $clk_io_pct] -clock clk0 [all_outputs]
### /design/flow/config.mk
export PLATFORM = sky130hd
export DESIGN_NAME = decoder_large
export DESIGN_NICKNAME = decoder_large
export VERILOG_FILES = /design/flow/design.v
export SDC_FILE = /design/flow/constraint.sdc
export NUM_CORES = 4
export LEC_CHECK = 1
export CORE_AREA = 10 10 109 109
export DIE_AREA = 0 0 119 119
### /design/flow/design.v
package ehgu_config_pkg;
	localparam DP_WIDTH=16;
endpackage : ehgu_config_pkg
package ehgu_config_pkg;
	localparam DP_WIDTH=4;
endpackage : ehgu_config_pkg
package ehgu_config_pkg;
	localparam DP_WIDTH=16;
endpackage : ehgu_config_pkg
module decoder_large
# ( 
parameter WIDTH=8,
parameter UNIT_WIDTH=2
)
(
	input logic [WIDTH-1:0] addr,
	output logic [2**WIDTH-1:0] dec_out
);
generate
	for ( genvar i = 0 ; i < 2**WIDTH ; i++ ) 
	begin : gendec
		decoder_unit #(.WIDTH(WIDTH) , .LOCAL_ADDR(i) ) dec_unit_i (
			.addr,
			.dec_out (dec_out[i])
		);
	end
endgenerate
  logic vikram;
endmodule
module decoder_unit
# ( 
parameter WIDTH=8,
parameter LOCAL_ADDR=0
)
(
	input logic [WIDTH-1:0] addr,
	output logic dec_out
);
assign dec_out = ( addr == LOCAL_ADDR ) ;
  logic vikram;
endmodule
### /design/flow/run.sh
#!/bin/bash
# OpenROAD 26Q1-2900-gdf79404cd8, Yosys 0.63+post, stock flow scripts
make -C /OpenROAD-flow-scripts/flow DESIGN_CONFIG=/design/flow/config.mk WORK_HOME=/design/flow/orfs finish
==> reports/qor.csv <==
stage,metric,value,unit
placement,hpwl,10190,um
placement,dpl_cell_area,4447,um2
grt,track_usage,24.57,%
final_layout,drive_above_1_share,87.49,%
final_timing,max_slew_margin,82.13,%
clock_tree,ctsHoldBuffers,0,
routing,finalWirelength,25560,um
hold_path,hp-class,input pin to output port,
final_layout,area_delta_synth_final,121.4,%
floorplan,fp_util,36.47,%
synthesis,syn-mean-instance-area,5.802,um2
grt,grt_pass1_wl,27810,um
final_layout,final_cells,1004,
synthesis,area_leaders,"buf_4 55%, nor2_1 27%, buf_2 4.0%",
status,violations,setup timing,
routing,post-route-drc-count,0,
power,p_leak,3.814,nW
final_layout,final-seq-area,0,um2
final_timing,slew_violations,0,
synthesis,ys_cells,606,
final_layout,fin_area,7784,um2
synthesis,ys_warn_count,0,
power,power_density,117.5,nW/um2
floorplan,die_area,14160,um2
setup_path,required,1360,ps
floorplan,io_pins,264,
synthesis,top_cell_area_share,54.66,%
final_timing,hold_viol,0,
synthesis,yosys_area,3516,um2
floorplan,core,9639,um2
final_timing,finalCriticalPeriod,2091,ps
grt,grt_pass1_vias,4503,
synthesis,synth_seq_share,0,%
setup_path,crit_path_cell_trace,"buf_12, or4b_4, buf_6, buf_6, buf_6, nor2_1, buf_2",
final_timing,min_period_over_period,123.0,%
synthesis,syn_inst,606,
routing,ant_nets,0,
synthesis,synth_cell_types,10,
setup_path,max_stage_delay,570,ps
routing,antenna_cells,0,
setup_path,startpoint_type,input pin,
status,status,"complete, but fails checks",
final_timing,worst_slack,-391.0,ps
power,peakVddDrop,0.09947,mV
final_layout,clock_buffer_count,0,
synthesis,syn_area,3516,um2
final_timing,worst_pin_slew,267.0,ps
setup_path,critical-path-top-delay-family,simple AND/OR/NAND/NOR gates,
synthesis,top_cells_by_count,"256 x buf_4, 256 x nor2_1, 28 x buf_2",
routing,drt-vias-per-instance,4.945,
routing,first_iter_violations,399,
grt,grt_max_degree,13,
setup_path,crit_path_end_kind,output port,
final_timing,holdWs,1162,ps
placement,place.gp.congestion,0.7492,
floorplan,die-height,119,um
setup_path,worst-path-buf-inv,5,
setup_path,worstPathMaxFanout,4,
routing,wl_per_cell,25.46,um
grt,grt-ovfl-total,0,
flow_run,cap_viol_max_count,0,
synthesis,yosysTopAreaCell,buf_4,
placement,dp_cells,733,
final_timing,clock.fmax,478.2,MHz
routing,vias,4965,
final_timing,fin_tns_setup,-29170,ps
final_layout,seq_cell_count,0,
floorplan,die_x,119,um
placement,io_buffers,264,
setup_path,arrival,1750,ps
grt,grt_antenna_before_repair,0,
final_timing,finalSetupViolCount,207,
routing,drt_pre_antenna_iters,4,
final_timing,rsz0062_at_grt,yes,
setup_path,path_class,input pin to output port,
setup_path,crit_top_cell,buf_6,
floorplan,core.rowCount,36,
flow_run,openroad.warnings,35,
setup_path,crit_slowest_cell,or4b_4,
==> kinds of logic after synthesis <==
logic type	count (synthesis)	synth area share [%]
buffers and inverters	318	63.77
AND/OR/NAND/NOR	288	36.23
==> cells in the final DEF (no fill, tap or decap), drive strengths merged <==
cell type        n
nor2           256
nand4bb         12
buf            494
nand4b           8
clkdlybuf4s50    1
nand4            2
dlymetal6s2s    10
or4b             8
dlygate4sd2     22
or4              3
clkdlybuf4s15    1
clkbuf          54
==> metal layers <==
layer	share of wire (%)	global-route usage, %
met5	0	0
met4	4.6	3.053
met3	9.8	6.283
met2	47	42.12
met1	38	31.09
==> final cells by class <==
type | instances | area (um2)
tap | 133 | 166.4
timing repair buffer | 582 | 5092
fill | 482 | 1856
multi-input combinational | 289 | 2525
==> through the flow <==
stage | power (mW) | worst slack [ps] | util (%)
global route | 0.9424 | -374.9 | 80.75
CTS | 0.6902 | -233.0 | 66.24
floorplan | 0.1724 | -10.47 | -
global placement | 0.2749 | -939.7 | 46.13
finish | 0.9144 | -391.0 | 80.75
detailed placement | 0.2789 | -969.2 | 46.13
==> report_power, final <==
group          internal [mW]  leakage (nW)  switching [mW]
logic                  0.510          3.81           0.404
clock network              0             0               0
registers                  0             0               0
==> worst min-delay path: cells and delay by family <==
kind | cells | cell delay (ps)
buf+inv | 3 | 310
simple gates | 2 | 160
==> worst paths after layout <==
check,startpoint,endpoint,slack [ps],depth (start not counted)
setup / recovery,addr[4],dec_out[32],-390,7
hold / removal,addr[1],dec_out[33],1160,5
==> timing repair <==
item,CTS,global route
hold endpoints to repair,0,0
gates cloned,24,4
pin swaps,154,96
gates resized,945,434
endpoints found under the setup margin,256,233
setup buffers,194,64
Power figures rest on the tool's default switching activity, not on a simulated workload.
